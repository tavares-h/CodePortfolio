$ cat ./design.v
module main (DIN, Rin, Resetn, Clk, Run, Done, loadA, loadG, Gout, loadIr, AddSub, DINout, Rout, BusWires);
    input [8:0] DIN;  
    input Resetn, Clk, Run;
    output reg Done;
    output [8:0] BusWires;
    output reg loadA;  
    output reg loadG;  
    output reg Gout;  
    output reg loadIr;  
    output reg AddSub;  
    output reg DINout;  
    output reg [7:0] Rout;  
	 output reg [7:0] Rin;  
    reg [1:0] Tstep_Q;
    reg [1:0] Tstep_D;
    parameter T0 = 2'b00, T1 = 2'b01, T2 = 2'b10, T3 = 2'b11;
    wire [7:0] Xreg;  
    wire [7:0] Yreg;  
    wire [7:0] R0;
    wire [7:0] R1;
    wire [7:0] R2;
    wire [7:0] R3;
    wire [7:0] R4;
    wire [7:0] R5;
    wire [7:0] R6;
    wire [7:0] R7;
    wire [8:0] Ir;  
    wire [7:0] RegG;  
    wire [7:0] RegA;  
    wire [7:0] ALUout;  
    wire [2:0] I = Ir[8:6];  
    decode decX (Ir[5:3], 1'b1, Xreg);
    decode decY (Ir[2:0], 1'b1, Yreg);
	 initial begin
		  loadA = 0;
        loadG = 0;
        Gout = 0;
        loadIr = 1'b1;
        AddSub = 0;
        DINout = 0;
        Done = 0;
        Rout = 0;
		  Rin = 0;
		  Tstep_Q = T0;
		  Tstep_D = T1;
	 end
    always @ (posedge Clk or negedge Resetn) begin
		  if (!Resetn) begin
				Tstep_Q <= T0;
		  end else
				Tstep_Q <= Tstep_D;
	 end
    always @ (Tstep_Q) begin
        case (Tstep_Q)  
            T0: Tstep_D = Run ? T1 : T0;
            T1: Tstep_D = Done ? T0 : T2;
            T2: Tstep_D = Done ? T0 : T3;
            T3: Tstep_D = T0;
        endcase
    end
    always @ (Tstep_Q) begin
        case (Tstep_Q)
            T0: begin
                 loadIr = 1'b1;
					  loadA = 0;
					  loadG = 0;
					  Gout = 0;
					  AddSub = 0;
					  DINout = 0;
					  Done = 0;
            end
            T1: case (I)
                3'b000: begin  
                    Rout = Yreg;  
						  Rin = Xreg;  
                    Done = 1;  
						  loadA = 0;  
						  loadG = 0;  
						  Gout = 0;  
						  loadIr = 0;  
						  AddSub = 0;  
						  DINout = 0;  
                end
                3'b001: begin  
                    Rout = 8'b00000000;  
						  Rin = 8'b00000000;  
                    DINout = 0;  
                    Done = 0;  
						  loadA = 0;
						  loadG = 0;
						  Gout = 0;
						  loadIr = 0;
						  AddSub = 0;
                end
                3'b010: begin  
                    Rout = Xreg;
						  Rin = 8'b00000000;  
                    loadA = 1;  
						  loadG = 0;
						  Gout = 0;
						  loadIr = 0;
						  AddSub = 0;
						  DINout = 0;
						  Done = 0;
                end
                3'b100: begin  
                    Rout = Xreg;
						  Rin = 8'b00000000;
                    loadA = 1;
						  loadG = 0;
						  Gout = 0;
						  loadIr = 0;
						  AddSub = 0;
						  DINout = 0;
						  Done = 0;
                end
            endcase
            T2: case (I)
					 3'b001: begin
						  Rout = 8'b00000000;  
						  Rin = Xreg;  
                    DINout = 1;  
                    Done = 1;  
						  loadA = 0;
						  loadG = 0;
						  Gout = 0;
						  loadIr = 0;
						  AddSub = 0;
					 end
                3'b010: begin  
                    Rout = Yreg;
						  Rin = 8'b00000000;
                    loadG = 1;
						  loadA = 0;
						  Gout = 0;
						  loadIr = 0;
						  AddSub = 0;  
						  DINout = 0;
						  Done = 0;
                end
                3'b100: begin  
                    Rout = Yreg;
						  Rin = 8'b00000000;
                    loadG = 1;
                    AddSub = 1;
						  loadA = 0;
						  Gout = 0;
						  loadIr = 0;
						  DINout = 0;
						  Done = 0;
                end
            endcase
            T3: case (I)
                3'b010: begin  
                    Rout = 8'b00000000;
						  Rin = Xreg;
                    Gout = 1;
                    Done = 1;
						  loadA = 0;
						  loadG = 0;
						  loadIr = 0;
						  AddSub = 0;
						  DINout = 0;
                end
                3'b100: begin  
                    Rout = 8'b00000000;
						  Rin = Xreg;
                    Gout = 1;
                    Done = 1;
						  loadA = 0;
						  loadG = 0;
						  loadIr = 0;
						  AddSub = 0;
						  DINout = 0;
                end
            endcase
        endcase
    end
	 mux Multi (DIN, DINout, Gout, R0, R1, R2, R3, R4, R5, R6, R7, RegG, Rout, BusWires);
    regi reg_0(BusWires, Rin[0], Clk, R0);
    regi reg_1(BusWires, Rin[1], Clk, R1);
    regi reg_2(BusWires, Rin[2], Clk, R2);
    regi reg_3(BusWires, Rin[3], Clk, R3);
    regi reg_4(BusWires, Rin[4], Clk, R4);
    regi reg_5(BusWires, Rin[5], Clk, R5);
    regi reg_6(BusWires, Rin[6], Clk, R6);
    regi reg_7(BusWires, Rin[7], Clk, R7);
    regi reg_A(BusWires, loadA, Clk, RegA);
    regi reg_G(ALUout, loadG, Clk, RegG);
    IRregi reg_IR(DIN, loadIr, Clk, Ir);
    alu ALU_unit (BusWires, RegA, AddSub, ALUout);
endmodule
module decode (R, En, Y);
    input [2:0] R;
    input En;
    output reg [7:0] Y;
    always @ (R or En) begin
        if (En == 1)
            case (R)
                3'b000: Y = 8'b00000001;
                3'b001: Y = 8'b00000010;
                3'b010: Y = 8'b00000100;
                3'b011: Y = 8'b00001000;
                3'b100: Y = 8'b00010000;
                3'b101: Y = 8'b00100000;
                3'b110: Y = 8'b01000000;
                3'b111: Y = 8'b10000000;
            endcase
        else
            Y = 8'b00000000;
    end
endmodule
module regi (R, En, Clk, Q);
    input [7:0] R;
    input En, Clk;
    output reg [7:0] Q;
    always @ (posedge Clk)
        if (En)
            Q <= R;
endmodule
module IRregi (R, En, Clk, Q);
    input [8:0] R;
    input En, Clk;
    output reg [8:0] Q;
    always @ (posedge Clk)
        if (En)
            Q <= R;
endmodule
module mux (DIN, DINout, Gout, R0, R1, R2, R3, R4, R5, R6, R7, RegG, Rout, BusWires);
    input DINout, Gout;
    input [7:0] Rout, R0, R1, R2, R3, R4, R5, R6, R7, RegG;
    input [8:0] DIN;
    output reg [8:0] BusWires;
    always @ (Rout or Gout or DINout) begin
		  if (Gout == 1) begin
            BusWires <= RegG;
        end else if (DINout == 1) begin
            BusWires <= DIN;
        end else
            case (Rout)
                8'b00000001: BusWires <= R0;
                8'b00000010: BusWires <= R1;
                8'b00000100: BusWires <= R2;
                8'b00001000: BusWires <= R3;
                8'b00010000: BusWires <= R4;
                8'b00100000: BusWires <= R5;
                8'b01000000: BusWires <= R6;
                8'b10000000: BusWires <= R7;
            endcase
    end
endmodule
module alu (BusWires, RegAin, AddSub, RegGout);
    input [8:0] BusWires;
    input [7:0] RegAin;
    input AddSub;
    output reg [7:0] RegGout;
    always @ (BusWires or RegAin or AddSub) begin
        if (AddSub)
            RegGout = RegAin - BusWires;
        else
            RegGout = RegAin + BusWires;
    end
endmodule
$ cat ./run.sh
#!/bin/bash
# OpenROAD 26Q1-2900-gdf79404cd8, Yosys 0.63+post, stock flow scripts
make -C /OpenROAD-flow-scripts/flow DESIGN_CONFIG=/design/flow/config.mk WORK_HOME=/design/flow/orfs finish
$ cat ./config.mk
export PLATFORM = sky130hd
export DESIGN_NAME = main
export DESIGN_NICKNAME = main
export VERILOG_FILES = /design/flow/design.v
export SDC_FILE = /design/flow/constraint.sdc
export NUM_CORES = 4
export LEC_CHECK = 1
export CORE_UTILIZATION = 30
$ cat ./constraint.sdc
current_design main

set clk_period 6.5
set clk_io_pct 0.2

create_clock -name clk0 -period $clk_period [get_ports {Clk}]

set non_clock_inputs [all_inputs -no_clocks]
set_input_delay [expr $clk_period * $clk_io_pct] -clock clk0 $non_clock_inputs
set_output_delay [expr $clk_period * $clk_io_pct] -clock clk0 [all_outputs]
==> flow_metrics.rpt <==
IMPLEMENTATION SUMMARY REPORT
----------------------------------------------------
[Power and ir drop]
  Overall power ........................ 2.26 mW
  Largest voltage drop on the vdd net ........................ 0.182 mV
  Combinational fraction of design power ........................ 26.8%
  Internal power summed over all cells ........................ 1.54 mW
  Power per unit of standard cell area ........................ 364 nW/um^2
  Part of the power in registers ........................ 50.6%
  Switch Pwr ........................ 725 uW
  Relative contribution of the clock network to total power ........................ 22.6%
  Reported leakage power ........................ 2.16 nW
  Sw frac ........................ 32.0%

[Timing]
  Register pins left without a clock ........................ 32
  Clock Skew ........................ 10.7 ps
  Number of max-slew violations in the final report ........................ 0
  Max frequency ........................ 0.470 GHz
  Final clock period utilization by the worst path ........................ 32.7%
  Normalized max-slew margin ........................ 43.4%
  Worst-case hold slack ........................ 577 ps
  Total negative setup slack ........................ 0 ps
  Unrepaired setup endpoints after global routing ........................ no
  Transition at the pin with the smallest max-transition slack ........................ 847 ps
  Final setup fails ........................ 0
  Final Hold Violation Tally ........................ 0
  Number of unconstrained endpoints ........................ 225
  Clock period minus worst slack ........................ 2130 ps

[Logic synthesis]
  Synth mux share ........................ 0.977%
  Post-synthesis share of cell area spent on and-or and or-and gates ........................ 14.1%
  Mean instance size in the synthesized netlist ........................ 12.8 sq um
  Chip Area, Yosys ........................ 5380 sq um
  Synth Cell Area ........................ 5380 sq um
  Xor and xnor fraction of the mapped netlist area ........................ 2.28%
  Most common flop cell mapped by yosys ........................ edfxtp_1
  FF+latch count, synth ........................ 139
  Cell count listed in synth_stat.txt ........................ 419
  Count of library flops with an enable pin ........................ 89
  Async set or reset register ratio after synthesis ........................ 1.44%
  Distinct lib cells ........................ 48
  Top non-seq family ........................ AND-OR/OR-AND gates
  And+or+nand+nor area frac ........................ 10.3%
  Yosys synthesis warning count ........................ 15
  Cells after Synth ........................ 419
  Adder-cell area share of the yosys netlist ........................ 2.23%

[Worst hold path]
  Worst Hold Class ........................ flop to flop

[Final layout]
  Signed area change from the synthesized netlist to the final layout ........................ 15.7%
  Cell area after layout ........................ 6220 sq um
  Largest registers ........................ Multi.BusWires: 9 flops, reg_IR.Q: 9 flops
  Share of layout cells above drive strength 1 ........................ 7.25%
  Most frequently placed logic cell in the final layout ........................ edfxtp_1
  Filler cell count in the final layout ........................ 1663
  Final core occ ........................ 35.7%
  Most used cells in the layout excluding fill and tap cells ........................ 89 x edfxtp_1, 47 x nor2_1, 43 x clkdlybuf4s50_1

[Placement]
  HPWL after DPL ........................ 8.29 mm
  Weighted congestion reported at the end of routability-driven placement ........................ 0.858
  Number of port buffers ........................ 43
  Post-placement cell area ........................ 5940 sq um

[Routing]
  Aggregate routed wire length ........................ 11.3 mm
  Ant. Diodes ........................ 0
  DR vias ........................ 3314
  Number of search-and-repair iterations in the first detailed-routing pass ........................ 6
  DRC violation count after routing ........................ 0
  Antenna-violating nets left ........................ 0
  Iteration-0 DRC Markers ........................ 209
  Routed length per placed instance ........................ 16.6 um
  Vias per inst ........................ 4.87

[Clock network]
  Master cell of the clock root buffer ........................ clkbuf_16
  Clock transition at the registers of the reported paths ........................ 70 ps
  CTS tree ........................ yes
  Latest clock arrival within the worst-skew pair ........................ 350 ps
  Count of cells resized by post-cts repair ........................ 0
  Inserted Clock Buffers ........................ 9
  H-tree depth reported by CTS ........................ 3
  CTS hold repair buffers ........................ 0
  Post-CTS setup repair buffer count ........................ 0
  Max Buffers Root-to-Sink ........................ 2

[Critical path]
  CP Buf/Inv Count ........................ 2
  Sort of element at the end of the critical path ........................ flop
  Largest stage delay, worst path ........................ 610 ps
  Worst endpoint data arrival time ........................ 2350 ps
  Slack of the worst reg-to-reg path ........................ 4450 ps
  Required time of the worst setup path ........................ 6720 ps
  Cell family with most CP delay ........................ buffers and inverters
  Worst Path Class, Setup ........................ primary input to flop
  Slowest-stage cell, CP ........................ clkdlybuf4s50_1
  Worst Setup Start Kind ........................ primary input
  Worst Path Max Fanout ........................ 5
  Sequence of cells on the critical path ........................ clkdlybuf4s50_1, inv_1, a32oi_1, nor2_1

[Floorplan]
  Die Size ........................ 18500 sq um
  Number of ports placed on the die boundary ........................ 44
  Width of the die ........................ 136 um
  Floorplan Core Area ........................ 17400 sq um
  Std cell rows ........................ 48
  Starting density of the core ........................ 30.9%
  Vertical extent of the die ........................ 136 um

[Job]
  Max-cap violations ........................ 0
  Number of warnings in the stage logs ........................ 25

[Global route]
  Via count of the first global-routing pass ........................ 3198
  Antenna violations before repair ........................ 0
  Largest net degree at the start of global routing ........................ 19
  Global router's overall resource usage ........................ 13.3%
  Global route total overflow ........................ 0
  First-pass GRT wire length ........................ 17.7 mm

[Run status]
  Run status ........................ complete, no violations

----------------------------------------------------
==> metal layers <==
layer	vias to the layer above	wire, um	GRT usage (%)	part of all wire [%]
met3	8	763	4.52	6.7
li1	1616	-	-	-
met1	1588	5150	19.2	45
met5	-	0	0	0
met2	102	5300	20.9	47
met4	0	101	1.42	0.89
==> cells by family after synthesis <==
logic type                 Yosys count
xor gates and xnor gates            14
adders and majority gates            9
and+or+nand+nor                    107
DFF                                107
buffers and inverters               49
AOI/OAI and AO/OA                   96
muxes                                5
latches                             32
==> power groups by stage <==
stage / Clock [mW] / Sequential [mW] / Combinational (mW)
5_1_grt: 0.549 / 1.17 / 0.686
4_1_cts: 0.524 / 1.15 / 0.618
6_report: 0.510 / 1.15 / 0.607
==> per-stage QoR <==
step | worst slack [ps] | std cells
5_1_grt | 4250 | 680
4_1_cts | 4390 | 680
6_report | 4370 | 680
2_1_floorplan | 4590 | 419
3_5_place_dp | 4020 | 664
3_3_place_gp | 4100 | 664
==> cell usage after synthesis (all sizes together), types with 9 or more instances <==
cell    count  area, sq um
inv        25         93.8
dfxtp      16          320
edfxtp     89         2670
a21oi      11         55.1
a31oi      10         62.6
dlxtn      32          480
nor2b      11         68.8
xnor2      11         96.3
buf        16          124
nor2       47          176
and2        9         56.3
nand2      13         48.8
a22oi      27          203
==> worst paths after layout <==
kind | from | end | cells after the start
worst max register to register | reg_A.Q[0] | reg_G.Q[6] | 9
worst min-delay path | Tstep_Q[0] | Tstep_Q[0] | 1
min in group asynchronous | Resetn | Tstep_Q[0] | 1
worst max-delay path | DIN[3] | Xreg[6] | 4
max in group asynchronous | Resetn | Tstep_Q[1] | 1
worst min register to register | Tstep_Q[0] | Tstep_Q[0] | 1
==> area by class of cell <==
cell class	count	area (sq um)	area share, %
Inverter	25	93.8	1.51
Multi-Input combinational cell	231	1610	25.8
Timing Repair Buffer	44	438	7.04
Clock inverter	5	45.0	0.724
Clock buffer	11	233	3.74
Tap cell	225	282	4.52
Sequential cell	139	3520	56.6
==> worst register-to-register path: stages (launching register included) <==
cell,delay [ps]
edfxtp_1,370
inv_1,60
ha_1,150
inv_1,60
fa_1,420
a21o_1,170
a21oi_1,230
o21bai_1,100
a21oi_1,170
xnor2_1,80
Power and IR drop assume default switching activity.
